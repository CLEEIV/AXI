File: /design/flow/design.v
module Master (
    input         m_aclk       ,
    input         m_aresetn    ,
    output [3:0]  m_axi_awid   ,
    output [31:0] m_axi_awaddr ,
    output [7:0]  m_axi_awlen  ,
    output [2:0]  m_axi_awsize ,
    output [1:0]  m_axi_awburst,
    output        m_axi_awvalid,
    input         m_axi_awready,
    output [31:0] m_axi_wdata  ,
    output [3:0]  m_axi_wstrb  ,
    output        m_axi_wlast  ,
    output        m_axi_wvalid ,
    input         m_axi_wready ,
    input  [3:0]  m_axi_bid    ,
    input  [1:0]  m_axi_bresp  ,
    input         m_axi_bvalid ,
    output        m_axi_bready ,
    output [3:0]  m_axi_arid   ,
    output [31:0] m_axi_araddr ,
    output [7:0]  m_axi_arlen  ,
    output [2:0]  m_axi_arsize ,
    output [1:0]  m_axi_arburst,
    output        m_axi_arvalid,
    input         m_axi_arready,
    input  [3:0]  m_axi_rid    ,
    input  [31:0] m_axi_rdata  ,
    input  [1:0]  m_axi_rresp  ,
    input         m_axi_rlast  ,
    input         m_axi_rvalid ,
    output        m_axi_rready ,
    input         write_en     ,
    input         read_en      ,
    input  [31:0] awaddr_ctrl  ,
    input  [7:0]  awlen_ctrl   ,
    input  [2:0]  awsize_ctrl  ,
    input  [1:0]  awburst_ctrl ,
    input  [31:0] araddr_ctrl  ,
    input  [7:0]  arlen_ctrl   ,
    input  [2:0]  arsize_ctrl  ,
    input  [1:0]  arburst_ctrl ,
    output [31:0] data_o        
);
localparam IDLE         = 4'b0000;
localparam W_ADDR       = 4'b0001;
localparam W_ADDR_VALID = 4'b0010;
localparam W_DATA       = 4'b0011;
localparam W_VALID      = 4'b0100;
localparam R_START      = 4'b0101;
localparam R_VALID      = 4'b0110;
localparam R_DATA       = 4'b0111;
localparam STOP         = 4'b1000;
reg [3:0] CURRENT_STATE;
reg [3:0] NEXT_STATE   ;
always @(posedge m_aclk or negedge m_aresetn) begin
    if (!m_aresetn)
        CURRENT_STATE <= IDLE;
    else
        CURRENT_STATE <= NEXT_STATE;
end
always @(*) begin
    case (CURRENT_STATE)
        IDLE : begin
            if (write_en)
                NEXT_STATE = W_ADDR;
            else if (read_en)
                NEXT_STATE = R_START;
            else
                NEXT_STATE = IDLE;
        end
        W_ADDR : begin
            NEXT_STATE = W_ADDR_VALID;
        end
        W_ADDR_VALID : begin
            if (m_axi_awvalid && m_axi_awready)
                NEXT_STATE = W_DATA;
            else
                NEXT_STATE = W_ADDR_VALID;
        end
        W_DATA : begin
            if (m_axi_wlast && m_axi_wvalid && m_axi_wready)
                NEXT_STATE = STOP;
            else
                NEXT_STATE = W_DATA;
        end
        R_START : begin
            NEXT_STATE = R_VALID;
        end
        R_VALID : begin
            if (m_axi_arvalid && m_axi_arready)
                NEXT_STATE = R_DATA;
            else
                NEXT_STATE = R_VALID; 
        end
        R_DATA : begin
            if (m_axi_rvalid && m_axi_rready)
                NEXT_STATE = STOP;
            else
                NEXT_STATE = R_DATA; 
        end
        STOP : begin
            NEXT_STATE = IDLE;
        end
        default : begin
            NEXT_STATE = IDLE;
        end 
    endcase
end
function [31:0] CALCULATE_NEXT_ADDR;
input [31:0] axaddr   ;
input [7:0]  axlen    ;
input [2:0]  axsize   ;
input [1:0]  axburst  ;
reg   [31:0] mask     ;
reg   [7:0]  cnt_bytes;
begin
    mask = 32'd0;
    case (axsize)
        3'b000  : cnt_bytes = 8'd1  ;
        3'b001  : cnt_bytes = 8'd2  ;
        3'b010  : cnt_bytes = 8'd4  ;
        3'b011  : cnt_bytes = 8'd8  ;
        3'b100  : cnt_bytes = 8'd16 ;
        3'b101  : cnt_bytes = 8'd32 ;
        3'b110  : cnt_bytes = 8'd64 ;
        3'b111  : cnt_bytes = 8'd128;
        default : cnt_bytes = 8'd32 ;
    endcase
    case (axburst)
        2'b00 : begin
            CALCULATE_NEXT_ADDR = axaddr;
        end
        2'b01 : begin
            CALCULATE_NEXT_ADDR = axaddr + cnt_bytes;
        end
        2'b10 : begin
            case (axlen)
                8'd0    : mask = 32'h03;
                8'd1    : mask = 32'h07;
                8'd3    : mask = 32'h0f;
                8'd7    : mask = 32'h1f;
                8'd15   : mask = 32'h3f;
                default : mask = 32'h3f;
            endcase
            CALCULATE_NEXT_ADDR = (axaddr & ~mask) | ((axaddr + cnt_bytes) & mask);
        end
        default : begin
            CALCULATE_NEXT_ADDR = axaddr + cnt_bytes;
        end
    endcase
end
endfunction
reg [3:0] awid_r;
always @(posedge m_aclk or negedge m_aresetn) begin
    if (!m_aresetn)
        awid_r <= 4'b0000;
    else
        awid_r <= 4'b1000;
end
assign m_axi_awid = awid_r;
reg [31:0] awaddr_r;
always @(posedge m_aclk or negedge m_aresetn) begin
    if (!m_aresetn)
        awaddr_r <= 32'd0;
    else if ((CURRENT_STATE == W_ADDR) || (CURRENT_STATE == W_ADDR_VALID))
        awaddr_r <= CALCULATE_NEXT_ADDR(awaddr_ctrl, awlen_ctrl, awsize_ctrl, awburst_ctrl);
    else
        awaddr_r <= awaddr_r;
end
assign m_axi_awaddr = awaddr_r;
reg [7:0] awlen_r;
always @(posedge m_aclk or negedge m_aresetn) begin
    if (!m_aresetn)
        awlen_r <= 8'd0;
    else if ((CURRENT_STATE == W_ADDR) || (CURRENT_STATE == W_ADDR_VALID))
        awlen_r <= awlen_ctrl;
    else
        awlen_r <= awlen_r;
end
assign m_axi_awlen = awlen_r;
reg [2:0] awsize_r;
always @(posedge m_aclk or negedge m_aresetn) begin
    if (!m_aresetn)
        awsize_r <= 3'd0;
    else if ((CURRENT_STATE == W_ADDR) || (CURRENT_STATE == W_ADDR_VALID))
        awsize_r <= awsize_ctrl;
    else
        awsize_r <= awsize_r;
end
assign m_axi_awsize = awsize_r;
reg [1:0] awburst_r;
always @(posedge m_aclk or negedge m_aresetn) begin
    if (!m_aresetn)
        awburst_r <= 2'd0;
    else if ((CURRENT_STATE == W_ADDR) || (CURRENT_STATE == W_ADDR_VALID))
        awburst_r <= awburst_ctrl;
    else
        awburst_r <= awburst_r;
end
assign m_axi_awburst = awburst_r;
reg awvalid_r;
always @(posedge m_aclk or negedge m_aresetn) begin
    if (!m_aresetn)
        awvalid_r <= 1'b0;
    else if (CURRENT_STATE == W_ADDR_VALID)
        awvalid_r <= 1'b1;
    else if (m_axi_awready && m_axi_awvalid)
        awvalid_r <= 1'b0;
    else
        awvalid_r <= 1'b0;
end
assign m_axi_awvalid = awvalid_r;
reg [31:0] wdata_r;
always @(posedge m_aclk or negedge m_aresetn) begin
    if (!m_aresetn)
        wdata_r <= 32'd0;
    else if (CURRENT_STATE == W_DATA)
        if (m_axi_wvalid && m_axi_wready)
            if (m_axi_wlast)
                wdata_r <= 32'd0;
            else
                wdata_r <= wdata_r + 1'b1;
        else
            wdata_r <= wdata_r;
    else
        wdata_r <= 32'd0;
end
assign m_axi_wdata = wdata_r;
reg [3:0] wstrb_r;
always @(posedge m_aclk or negedge m_aresetn) begin
    if (!m_aresetn)
        wstrb_r <= 4'b0000;
    else if (CURRENT_STATE == W_DATA)
        wstrb_r <= 4'b1111;
    else
        wstrb_r <= 4'b0000;
end
assign m_axi_wstrb = wstrb_r;
reg       wlast_r  ;
reg [7:0] cnt_axlen;
always @(posedge m_aclk or negedge m_aresetn) begin
    if (!m_aresetn)
        cnt_axlen <= 8'd0;
    else if (CURRENT_STATE == W_DATA)
        if (m_axi_wvalid && m_axi_wready)
            cnt_axlen <= cnt_axlen + 8'd1;
        else
            cnt_axlen <= cnt_axlen;
    else
        cnt_axlen <= 8'd0;
end
always @(*) begin
    if (CURRENT_STATE == W_DATA && (cnt_axlen == awlen_r))
        wlast_r <= 1'b1;
    else
        wlast_r <= 1'b0;
end
assign m_axi_wlast = wlast_r;
reg wvalid_r;
always @(posedge m_aclk or negedge m_aresetn) begin
    if (!m_aresetn)
        wvalid_r <= 1'b0;
    else if (CURRENT_STATE == W_DATA)
        wvalid_r <= 1'b1;
    else
        wvalid_r <= wvalid_r;
end
assign m_axi_wvalid = wvalid_r;
reg bready_r;
always @(posedge m_aclk or negedge m_aresetn) begin
    if (!m_aresetn)
        bready_r <= 1'b0;
    else if (CURRENT_STATE == W_DATA)
        bready_r <= 1'b1;
    else
        bready_r <= bready_r;
end
assign m_axi_bready = bready_r;
reg [3:0] arid_r;
always @(posedge m_aclk or negedge m_aresetn) begin
    if (!m_aresetn)
        arid_r <= 4'b0000;
    else
        arid_r <= 4'b1000;
end
assign m_axi_arid = arid_r;
reg [31:0] araddr_r;
always @(posedge m_aclk or negedge m_aresetn) begin
    if (!m_aresetn)
        araddr_r <= 32'd0;
    else if (CURRENT_STATE == R_DATA || CURRENT_STATE == R_VALID)
        araddr_r <= CALCULATE_NEXT_ADDR(araddr_ctrl, arlen_ctrl, arsize_ctrl, arburst_ctrl);
    else
        araddr_r <= araddr_r;
end
assign m_axi_araddr = araddr_r;
reg [7:0] arlen_r;
always @(posedge m_aclk or negedge m_aresetn) begin
    if (!m_aresetn)
        arlen_r <= 8'd0;
    else if (CURRENT_STATE == R_DATA || CURRENT_STATE == R_VALID)
        arlen_r <= arlen_ctrl;
    else
        arlen_r <= arlen_r;
end
assign m_axi_arlen = arlen_r;
reg [2:0] arsize_r;
always @(posedge m_aclk or negedge m_aresetn) begin
    if (!m_aresetn)
        arsize_r <= 3'd0;
    else if (CURRENT_STATE == R_DATA || CURRENT_STATE == R_VALID)
        arsize_r <= arsize_ctrl;
    else
        arsize_r <= arsize_r;
end
assign m_axi_arsize = arsize_r;
reg [1:0] arburst_r;
always @(posedge m_aclk or negedge m_aresetn) begin
    if (!m_aresetn)
        arburst_r <= 2'd0;
    else if (CURRENT_STATE == R_DATA || CURRENT_STATE == R_VALID)
        arburst_r <= arburst_ctrl;
    else
        arburst_r <= arburst_r;
end
assign m_axi_arburst = arburst_r;
reg arvalid_r;
always @(posedge m_aclk or negedge m_aresetn) begin
    if (!m_aresetn)
        arvalid_r <= 1'b0;
    else if (CURRENT_STATE == R_VALID)
        arvalid_r <= 1'b1;
    else
        arvalid_r <= arvalid_r;
end
assign m_axi_arvalid = arvalid_r;
reg rready_r;
always @(posedge m_aclk or negedge m_aresetn) begin
    if (!m_aresetn)
        rready_r <= 1'b0;
    else if (read_en)
        rready_r <= 1'b1;
    else if (m_axi_rlast)
        rready_r <= 1'b0;
    else
        rready_r <= rready_r;
end
assign m_axi_rready = rready_r;
reg [31:0] data_o_r;
always @(posedge m_aclk or negedge m_aresetn) begin
    if (!m_aresetn)
        data_o_r <= 32'd0;
    else if (rready_r && m_axi_arvalid)
        data_o_r <= m_axi_rdata;
    else
        data_o_r <= 32'd0;
end
assign data_o = data_o_r;
endmodule
File: /design/flow/constraint.sdc
current_design Master

set clk_period 5.9
set clk_io_pct 0.2

create_clock -name clk0 -period $clk_period [get_ports {m_aclk}]

set non_clock_inputs [all_inputs -no_clocks]
set_input_delay [expr $clk_period * $clk_io_pct] -clock clk0 $non_clock_inputs
set_output_delay [expr $clk_period * $clk_io_pct] -clock clk0 [all_outputs]
File: /design/flow/run.sh
#!/bin/bash
# OpenROAD 26Q1-2900-gdf79404cd8, Yosys 0.63+post, stock flow scripts
make -C /OpenROAD-flow-scripts/flow DESIGN_CONFIG=/design/flow/config.mk WORK_HOME=/design/flow/orfs finish
File: /design/flow/config.mk
export PLATFORM = sky130hd
export DESIGN_NAME = Master
export DESIGN_NICKNAME = Master
export VERILOG_FILES = /design/flow/design.v
export SDC_FILE = /design/flow/constraint.sdc
export NUM_CORES = 4
export LEC_CHECK = 1
export CORE_UTILIZATION = 30
==> GITHUB_STEP_SUMMARY <==
## Synthesis and layout report

| Metric | Value |
|---|---|
| Status | finished clean |
| CP peak stage delay | ~0.65 ns |
| Critical path fanouts, max | 9 |
| Root Driver | clkbuf_16 |
| PortBufs | ~300 |
| Buffer and inverter count on the worst path | 1 |
| CTS Hold Bufs | 0 |
| Yosys reg bits | 176 |
| Final WL | ~26,000 microns |
| Largest net degree at the start of global routing | between 50 and 60 |
| Chip area | 30,800 sq um |
| Core footprint | 29,600 sq um |
| Fin area | 13,000 sq um |
| Distinct cells, synth | approximately 55 |
| Yosys Warn Count | 1 |
| Worst Setup Start Kind | input pin |
| PwrDens | approximately 200 nW/um^2 |
| LEAKAGE | about 5.5 nW |
| Top_reg_cell synth | dfrtp_1 |
| Layout Cells excl Fill | roughly 1,600 |
| Worst Tran Pin Value | ~0.85 ns |
| Initial DRC count | just under 300 |
| Slowest stage cell, crit path | clkdlybuf4s50_1 |
| Crit share post-route | 0.674 |
| Ys cells | about 960 |
| Synth Instances | approximately 960 |
| Sequential-to-total area share from yosys stat | 0.487 |
| Share of cells above drive strength 1 | 0.0489 |
| Final Critical Period | a little under 4 ns |
| Post-CTS Setup Bufs | 0 |
| Met1 Use GR | 0.255 |
| Delay-heaviest family, CP | AND-OR/OR-AND gates |
| Highest clock rate | ~0.25 GHz |
| Log Warnings | 38 |
| Max cap viols | 0 |
| Htree depth | 4 |
| Met3 Use GR | 0.0413 |
| Total Routing Usage GR | 0.171 |
| CTS tree | built |
| Clk slew on worst S/H paths | approximately 0.070 ns |
| Final count of hold timing violations | 0 |
| Max Buffers Root-to-Sink | 2 |
| Syn Area/Cell | 9.42 sq um |
| Clk Latency, worst-skew pair | around 0.43 ns |
| Remaining global-route overflow | 0 |
| Unrepaired setup endpoints after global routing | false |
| CP Cell Sequence | clkdlybuf4s50_1 > or3b_2 > fa_1 > nor2b_1 > o31ai_1 > a21oi_1 > nand2_1 > xor2_1 > o21ai_0 |
| Worst VDD drop | roughly 0.00018 V |
| Io pins | between 300 and 400 |
| Busiest grt layer | met2 |
| Final TNS setup | 0 ns |
| Asr flop ratio synth | 1.00 |
| Final Skew | between 0.01 and 0.015 ns |
| Drt first pass iters | 5 |
| Vias post-DR | about 7,900 |
| RePlAce Congestion | around 0.86 |
| Resize count post-CTS | 0 |
| Slew headroom | 0.431 |
| Critical Path AT | approximately 4.3 ns |
| First-pass GRT wire length | 40,800 microns |
| Worst EP required | 6.19 ns |
| Number of enable flip-flop cells | 0 |
| Crit path capture type | flop |
| Vias in the first global route | 7,444 |
| Vias/cell | about 4.8 |
| Crit path kind | in -> reg |
| Worst hold-check path type | reg -> reg |
| Placed cell count | 1,605 |
| Final ANT Viol Nets | 0 |
| Area after DPL | approximately 12,000 sq um |
| Yosys stat area | 9040 sq um |
| Met2 usage | 0.266 |
| Final setup violation count | 0 |
| Max Slew Vio Count | 0 |
| Dpl hpwl | 18,800 microns |
| Site Rows | 63 |
| Synthesized cell area | 9040 sq um |
| DRC Markers | 0 |
| Initial antenna violation count | 3 |
| CTS Sinks | approximately 180 |
| Area added between synthesis and finish | 43.6% |
| CTS Buf Count | 17 |
| Pre-Place Util | 0.305 |
| Final Power | between 2 and 3 mW |
| Hold_ws | about 0.43 ns |
| Drt wl/cell | 15.8 microns |
| Die Y | ~180 microns |
| DIE WIDTH | between 150 and 200 microns |
[registers in the layout, summed over array words and instances, names as in the netlist, 8 cells and up]
signal	count
CURRENT_STATE	8
araddr_r	32
arlen_r	8
awaddr_r	32
awlen_r	8
cnt_axlen	8
data_o_r	32
wdata_r	32
[worst paths after layout]
path / start / endpoint / slack [ns] / cells after the start
setup reg to reg: CURRENT_STATE[6]$_DFF_PN0_ / wdata_r[18]$_DFFE_PN0P_ / 3.51 / 6
max in group asynchronous: m_aresetn / awaddr_r[20]$_DFFE_PN0P_ / 4.13 / 2
hold reg to reg: CURRENT_STATE[5]$_DFF_PN0_ / CURRENT_STATE[3]$_DFF_PN0_ / 0.43 / 1
hold / removal: CURRENT_STATE[5]$_DFF_PN0_ / CURRENT_STATE[3]$_DFF_PN0_ / 0.43 / 1
setup / recovery: arsize_ctrl[0] / araddr_r[16]$_DFFE_PN0P_ / 1.92 / 9
min in group asynchronous: m_aresetn / wdata_r[23]$_DFFE_PN0P_ / 0.66 / 1
[final cells by class]
class,instances,area (sq um)
well taps,390,488
fillers,2840,16700
multi-input cells,723,4380
clock buffers,17,425
repair buffers,305,3030
diodes,2,5.00
flip-flops and latches,176,4410
inverters,11,41.3
clock inverters,15,210
[kinds of logic after synthesis]
logic type                 synth area share
xor gates and xnor gates             0.0804
and+or+nand+nor                       0.231
DFF                                   0.487
adders and majority gates            0.0293
AOI/OAI and AO/OA                     0.128
buffers and inverters                0.0320
muxes                                0.0112
other                              0.000830
[cells in the mapped netlist (all sizes together), types with 3 or more instances]
master / instances / area, sq um
nand4: 20 / 125
and3b: 5 / 43.8
nand3: 34 / 180
and4: 15 / 131
o2111ai: 12 / 105
nand2: 150 / 563
or4: 5 / 37.5
mux2i: 9 / 90.1
inv: 11 / 41.3
buf: 15 / 97.6
nor3: 8 / 40.0
xor2: 53 / 464
and3: 49 / 307
o21a: 4 / 30.0
xnor2: 30 / 263
or3: 8 / 50.1
nor2: 67 / 251
nor2b: 5 / 31.3
nand2b: 3 / 18.8
ha: 18 / 225
a21boi: 8 / 60.1
dfrtp: 175 / 4380
or3b: 3 / 26.3
o21ai: 70 / 350
clkbuf: 40 / 150
and2: 18 / 113
o211ai: 9 / 67.6
or2: 5 / 31.3
a21oi: 53 / 265
nor3b: 6 / 45.0
a21o: 9 / 67.6
a31oi: 16 / 106
nor4: 4 / 40.0
[report_power, final]
group,internal (mW),switching (mW)
logic,0.124,0.116
registers,1.21,0.000906
clock network,0.658,0.565
total,1.99,0.682
[layout by cell type (no fill, tap or decap), drive strengths merged, types with 6 or more instances in the layout]
master	instances
nand4	20
nand2	150
or3	8
xor2	53
o211ai	9
a21oi	53
dfrtp	175
a21boi	8
nor2	67
a21o	9
and2	18
o21ai	70
nand3	34
mux2i	9
nor3b	6
conb	7
clkbuf	17
o2111ai	12
buf	10
and3	49
xnor2	30
ha	18
nor3	8
and4	15
inv	19
a31oi	16
clkdlybuf4s50	295
[metrics by stage]
| stage | setup slack, ns | utilization |
|---|---|---|
| 5_1_grt | 1.83 | 0.438 |
| 4_1_cts | 2.01 | 0.438 |
| 3_3_place_gp | 1.64 | 0.417 |
| 2_1_floorplan | 2.43 | - |
| 6_report | 1.92 | 0.438 |
| 3_5_place_dp | 1.57 | 0.417 |
[layer usage]
metal / vias up / wire (microns) / share of wire
met1: 3719 / 12000 / 0.46
met3: 13 / 1720 / 0.066
met5: - / 13 / 0.00050
li1: 3902 / - / -
met2: 221 / 11900 / 0.46
met4: 2 / 289 / 0.011
[worst register-to-register path, cell delays in order (launching register included)]
cell	delay [ns]
dfrtp_1	0.76
a21boi_0	0.69
nor2_1	0.30
nand3_1	0.24
nor2_1	0.07
xnor2_1	0.15
nor2_1	0.05
Power is estimated from default activity; no workload was simulated.
